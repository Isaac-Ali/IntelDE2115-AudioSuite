$ cat config.mk
export PLATFORM = sky130hd
export DESIGN_NAME = I2C_Controller
export DESIGN_NICKNAME = I2C_Controller
export VERILOG_FILES = /design/flow/design.v
export SDC_FILE = /design/flow/constraint.sdc
export NUM_CORES = 4
export LEC_CHECK = 1
export CORE_UTILIZATION = 30
$ cat constraint.sdc
current_design I2C_Controller

set clk_period 3.4
set clk_io_pct 0.2

create_clock -name clk0 -period $clk_period [get_ports {CLOCK}]

set non_clock_inputs [all_inputs -no_clocks]
set_input_delay [expr $clk_period * $clk_io_pct] -clock clk0 $non_clock_inputs
set_output_delay [expr $clk_period * $clk_io_pct] -clock clk0 [all_outputs]
$ cat design.v
module I2C_Controller (
	CLOCK,
	I2C_SCLK, 
 	I2C_SDAT, 
	I2C_DATA, 
	GO,       
	END,      
	W_R,      
	ACK,       
	RESET,
	SD_COUNTER,
	SDO
);
	input  CLOCK;
	input  [23:0]I2C_DATA;	
	input  GO;
	input  RESET;	
	input  W_R;
 	inout  I2C_SDAT;	
	output I2C_SCLK;
	output END;	
	output ACK;
	output [5:0] SD_COUNTER;
	output SDO;
reg SDO;
reg SCLK;
reg END;
reg [23:0]SD;
reg [5:0]SD_COUNTER;
wire I2C_SCLK=SCLK | ( ((SD_COUNTER >= 4) & (SD_COUNTER <=30))? ~CLOCK :0 );
wire I2C_SDAT=SDO?1'bz:0 ;
reg ACK1,ACK2,ACK3;
wire ACK=ACK1 | ACK2 |ACK3;
always @(negedge RESET or posedge CLOCK ) begin
if (!RESET) SD_COUNTER=6'b111111;
else begin
if (GO==0) 
	SD_COUNTER=0;
	else 
	if (SD_COUNTER < 6'b111111) SD_COUNTER=SD_COUNTER+1;	
end
end
always @(negedge RESET or  posedge CLOCK ) begin
if (!RESET) begin SCLK=1;SDO=1; ACK1=0;ACK2=0;ACK3=0; END=1; end
else
case (SD_COUNTER)
	6'd0  : begin ACK1=0 ;ACK2=0 ;ACK3=0 ; END=0; SDO=1; SCLK=1;end
	6'd1  : begin SD=I2C_DATA;SDO=0;end
	6'd2  : SCLK=0;
	6'd3  : SDO=SD[23];
	6'd4  : SDO=SD[22];
	6'd5  : SDO=SD[21];
	6'd6  : SDO=SD[20];
	6'd7  : SDO=SD[19];
	6'd8  : SDO=SD[18];
	6'd9  : SDO=SD[17];
	6'd10 : SDO=SD[16];	
	6'd11 : SDO=1'b1; 
	6'd12  : begin SDO=SD[15]; ACK1=I2C_SDAT; end
	6'd13  : SDO=SD[14];
	6'd14  : SDO=SD[13];
	6'd15  : SDO=SD[12];
	6'd16  : SDO=SD[11];
	6'd17  : SDO=SD[10];
	6'd18  : SDO=SD[9];
	6'd19  : SDO=SD[8];
	6'd20  : SDO=1'b1; 
	6'd21  : begin SDO=SD[7]; ACK2=I2C_SDAT; end
	6'd22  : SDO=SD[6];
	6'd23  : SDO=SD[5];
	6'd24  : SDO=SD[4];
	6'd25  : SDO=SD[3];
	6'd26  : SDO=SD[2];
	6'd27  : SDO=SD[1];
	6'd28  : SDO=SD[0];
	6'd29  : SDO=1'b1; 
    6'd30 : begin SDO=1'b0;	SCLK=1'b0; ACK3=I2C_SDAT; end	
    6'd31 : SCLK=1'b1; 
    6'd32 : begin SDO=1'b1; END=1; end 
endcase
end
endmodule
$ cat run.sh
#!/bin/bash
# OpenROAD 26Q1-2900-gdf79404cd8, Yosys 0.63+post, stock flow scripts
make -C /OpenROAD-flow-scripts/flow DESIGN_CONFIG=/design/flow/config.mk WORK_HOME=/design/flow/orfs finish
==> impl_metrics.tcl <==
# yosys + openroad results
set metrics [dict create \
    synth_warnings 2 \
    area_growth_syn_to_layout_pct 30.9 \
    antennaDiodeCount 0 \
    antenna_found_initial 0 \
    fill_cells 534 \
    die_h_um 77.8 \
    crit_slowest_cell "clkdlybuf4s50_1" \
    peakVddDrop_mv 0.139 \
    cp_top_family "buffers and inverters" \
    num_io_pins 39 \
    enable_flop_cells 24 \
    grt_pass1_vias 1225 \
    synth.top_cell.area_share_pct 41.8 \
    p_per_area_nw_per_um2 454 \
    ys_types 47 \
    avgSynthCellArea_um2 11.8 \
    totalPowerFinal_uw 1020 \
    vias_per_cell 4.78 \
    async_reset_ff_share_pct 27.3 \
    grt_setup_unrepaired "false" \
    dp.cells 246 \
    wl_per_cell_um 12.6 \
    overflow 0 \
    most_common_cell "edfxtp_1" \
    place.gp.congestion 0.829 \
    vias 1224 \
    cts_setup_buffers 0 \
    place_hpwl_um 2230 \
    drt_iter0_drc 133 \
    critPathMaxFanout 2 \
    grt_pass1_wl_um 5510 \
    drive_gt1_share_pct 16.3 \
    path_clk_slew_ns 0.06 \
    path_buffers 3 \
    top_cells_by_area "edfxtp_1 42%, dfstp_2 14%, ha_1 2.9%" \
    ys.flop_type "edfxtp_1" \
    cts_tree "yes" \
    std_cell_rows 27 \
    worstRegToRegCells 7 \
    cp-startpoint "CLOCK" \
    p_leak_uw 0.000776 \
    worstHoldPathType "reg2reg" \
    critPathRequiredTime_ns 2.72 \
    drv_cap 0 \
    finClkSkew_ns 0.00433 \
    yosys-top-cells-count "24 x edfxtp_1, 10 x nor2_1, 9 x dfstp_2" \
    r2r-start "SD_COUNTER[0]" \
    tool_warnings 32 \
    drc 0 \
    die_w_um 77.8 \
    end_kind "primary output" \
    postSynthSeqShare_pct 55.6 \
    clk_latency_ns 0.38 \
    fin_area_um2 2250 \
    crit_path_start_kind "clock port" \
    ant_nets 0 \
    slowest_delay_ns 0.44 \
    finalSetupViolCount 0 \
    cp.depth 5 \
    run_status "completed" \
    grt_max_degree 25 \
    hold_viol_final 0 \
    synthCells 146 \
    ys_ff 33 \
    endpoint "I2C_SCLK" \
    r2r_slack_ns 1.26 \
    crit_top_cell "clkbuf_8" \
    syn_area_um2 1720 \
    yosys_area_um2 1720 \
    timing.rr.end "SDO" \
    setup_tns_ns 0 \
    cts-resized-gates 0 \
    cp.arrival_ns 2.60 \
    postRouteWirelength_um 3220 \
    stdcell_count 256 \
    placed_area_um2 2110 \
    critPathKind "clk2out" \
    core_um2 5510 \
    drv_slew 0 \
    firstDrtPassIters 4 \
    fp_util_pct 31.3 \
    crit_path_cell_trace "clkbuf_8, clkbuf_8, nor2_1, a21o_1, clkdlybuf4s50_1" \
    postLayoutCoreUtil_pct 40.9 \
    ys_cells 146 \
    yosys.area.top_type "edfxtp_1" \
    dieArea_um2 6050 \
    portBuffers 35 \
    hold_buffers 0 \
    grtUsageTotal_pct 12.1 \
]
flip-flops by register name, indices dropped and copies added (netlist names):
name and flops:
SDO 1, SCLK 1, END 1, SD_COUNTER 6
SD 24
power breakdown:
part / leakage, µW / total, µW / internal [µW] / switching [µW]
sequential: 0.000314 / 473 / 462 / 11.3
combinational: 0.000376 / 114 / 64.4 / 49.6
clock: 0.0000862 / 435 / 291 / 144
total: 0.000776 / 1020 / 817 / 205
final cells by class:
class / count / area, µm² / area share [%]
well taps: 72 / 90.1 / 4.00
clock buffers: 9 / 120 / 5.33
inverters: 5 / 18.8 / 0.832
flip-flops and latches: 33 / 957 / 42.5
repair buffers: 36 / 355 / 15.8
clock inverters: 2 / 35.0 / 1.55
multi-input cells: 99 / 678 / 30.1
layer usage:
metal / vias to the layer above / share of wire, % / GRT usage, %
met2: 40 / 46 / 17.0
met3: 6 / 6.0 / 3.58
met4: 0 / 1.6 / 3.21
met1: 566 / 47 / 19.0
met5: - / 0 / 0
li1: 612 / - / -
cell families (layout without fill, tap and decap cells):
kind of cell,after synthesis,count (layout),share of synthesized area (%)
other,1,2,0.218
multiplexers,8,8,4.94
adder cells (fa/ha/maj),4,4,2.90
flip-flops,33,33,55.6
buffers and inverters,15,52,5.30
AND/OR/NAND/NOR,49,49,16.8
AND-OR/OR-AND,33,33,12.8
XOR/XNOR,3,3,1.53
tightest hold or removal path, cell delays in order, from the launching register on:
cell     delay, ns
dfstp_2       0.36
nand3_1       0.05
o21ai_0       0.08
metrics by stage:
step	setup WS (ns)	hold slack, ns
final	0.118	0.504
after global routing	0.0443	0.538
after CTS	0.0936	0.510
after detailed placement	0.399	0.501
after global placement	0.399	0.491
after floorplan	0.855	0.469
cells in the final DEF (no fill, tap or decap), types with 3 or more instances in the layout:
master           netlist  layout
inv_1                  4       4
nor2_1                10      10
clkbuf_8               0       8
mux2i_1                4       4
ha_1                   4       4
mux2_1                 3       3
edfxtp_1              24      24
dfstp_2                9       9
a21oi_1                8       8
clkdlybuf4s50_1        0      35
nor3_1                 4       4
nand2_1                4       4
nand3_1                7       7
o21ai_0                8       8
nor2b_1                4       4
o21ai_1                3       3
nand4b_1               3       3
a31oi_1                3       3
how the worst min path moves through the flow:
| stage | slack (ns) | startpoint | endpoint | cells after the start |
|---|---|---|---|---|
| CTS | 0.51 | SCLK | SCLK | 2 |
| global route | 0.54 | SCLK | SCLK | 2 |
| finish | 0.50 | SCLK | SCLK | 2 |
Power and IR drop assume default switching activity.
